==> flow/config.mk <==
export PLATFORM = sky130hd
export DESIGN_NAME = clkmux_4x1
export DESIGN_NICKNAME = clkmux_4x1
export VERILOG_FILES = /design/flow/design.v
export SDC_FILE = /design/flow/constraint.sdc
export NUM_CORES = 4
export LEC_CHECK = 1
export CORE_AREA = 10 10 70 70
export DIE_AREA = 0 0 80 80
==> flow/constraint.sdc <==
current_design clkmux_4x1

set clk_period 1.2
set clk_io_pct 0.2

create_clock -name clk0 -period $clk_period [get_ports {clk1}]
create_clock -name clk1 -period $clk_period [get_ports {clk2}]
create_clock -name clk2 -period $clk_period [get_ports {clk3}]
create_clock -name clk3 -period $clk_period [get_ports {clk4}]

set non_clock_inputs [all_inputs -no_clocks]
set_input_delay [expr $clk_period * $clk_io_pct] -clock clk0 $non_clock_inputs
set_output_delay [expr $clk_period * $clk_io_pct] -clock clk0 [all_outputs]
==> flow/design.v <==
`timescale 			1ns/1ps
`default_nettype 	none
module clkmux_2x1 (
    input   wire    rst_n,
    input   wire    clk1, 
    input   wire    clk2,
    input   wire    sel,
    output  wire    clko
);
    reg Q1a, Q1b, Q2a, Q2b;
    wire q1a_in, q2a_in;
    assign clko = (clk1 & Q1b) | (clk2 & Q2b);
    wire  Q2b_bar = ~Q2b;
    wire  Q1b_bar = ~Q1b;
    wire  sel_bar = ~sel;
    assign q1a_in = Q2b_bar & sel_bar;
    assign q2a_in = Q1b_bar & sel;
    always @(posedge clk1 or negedge rst_n) 
        if (~rst_n) 
            Q1a <= 1'b0; 
        else 
            Q1a <= q1a_in;
    always @(negedge clk1 or negedge rst_n) 
        if (~rst_n) 
            Q1b <= 1'b0; 
        else 
            Q1b <= Q1a;
    always @(posedge clk2 or negedge rst_n) 
        if (~rst_n) 
            Q2a <= 1'b0; 
        else 
            Q2a <= q2a_in;
    always @(negedge clk2 or negedge rst_n) 
        if (~rst_n) 
            Q2b <= 1'b0; 
        else 
            Q2b <= Q2a;
endmodule
module clkmux_4x1 (
    input   wire        rst_n,
    input   wire        clk1, 
    input   wire        clk2, 
    input   wire        clk3, 
    input   wire        clk4,
    input   wire [1:0]  sel,
    output  wire        clko
);
    wire clko1, clko2;
    clkmux_2x1 m1(  
                    .rst_n(rst_n),
                    .clk1(clk1), 
                    .clk2(clk2), 
                    .clko(clko1), 
                    .sel(sel[0])
                );
    clkmux_2x1 m2(  
                    .rst_n(rst_n),
                    .clk1(clk3), 
                    .clk2(clk4), 
                    .clko(clko2), 
                    .sel(sel[0])
                );
    clkmux_2x1 m3(  
                    .rst_n(rst_n),
                    .clk1(clko1), 
                    .clk2(clko2), 
                    .clko(clko), 
                    .sel(sel[1])
                );
endmodule
==> flow/run.sh <==
#!/bin/bash
# OpenROAD 26Q1-2900-gdf79404cd8, Yosys 0.63+post, stock flow scripts
make -C /OpenROAD-flow-scripts/flow DESIGN_CONFIG=/design/flow/config.mk WORK_HOME=/design/flow/orfs finish
==> results.sh <==
# flow metrics
export IMPL_antenna_found_initial=0
export IMPL_finalMaxSlewViolations=0
export IMPL_async_flop_share=1.00
export IMPL_finalHoldViolCount=0
export IMPL_num_vias=452
export IMPL_syn_area_sq_um=357
export IMPL_top_cells_by_count="dfrtn_1 (6), dfrtp_1 (6), a22o_1 (3), nor2_1 (3), nor2b_1 (3)"
export IMPL_drtAntennaViolNets=0
export IMPL_synth_cell_types=5
export IMPL_io_buffers=4
export IMPL_areaGrowthSynthToFinish_pct=154
export IMPL_netlist_top_cell_by_area="dfrtn_1"
export IMPL_gr_total_overflow=0
export IMPL_violations="setup timing"
export IMPL_fin_skew_ns=0.140
export IMPL_power_frac_seq=0.145
export IMPL_path_cells="a22o_1, clkbuf_4, a22o_1, buf_2"
export IMPL_rr_worst_depth=1
export IMPL_max_vdd_ir_drop_mv=1.52
export IMPL_cp_arrival_ns=2.34
export IMPL_path_clk_slew_ns=0.03
export IMPL_hold_path_class="input port to asynchronous set/reset pin"
export IMPL_path_common_cell="a22o_1"
export IMPL_drive_gt1_frac=0.640
export IMPL_final_util=0.265
export IMPL_slowest_stage="dfrtn_1"
export IMPL_nFillCells=354
export IMPL_die_y_um=80
export IMPL_aoi_share=0.0737
export IMPL_post_drt_via_cell_ratio=3.42
export IMPL_synth_main_ff_cell="dfrtp_1"
export IMPL_internal_power_mw=2.13
export IMPL_dpl_instance_area_sq_um=482
export IMPL_ys_flops=12
export IMPL_yosys_warnings=1
export IMPL_avgSynthCellArea_sq_um=17.0
export IMPL_initCoreUtil=0.104
export IMPL_worstPathRequired_ns=0.96
export IMPL_maxCapViolations=0
export IMPL_grt_first_pass_wirelength_um=2460
export IMPL_drt_drc_violations_left=0
export IMPL_mux_share=0
export IMPL_grt_max_degree=9
export IMPL_grt_use_total=0.0627
export IMPL_area_leaders="dfrtn_1 (42%), dfrtp_1 (42%), a22o_1 (7.4%)"
export IMPL_ys_sh_adder=0
export IMPL_grt_pass1_vias=687
export IMPL_core_area_sq_um=3420
export IMPL_ys_chip_area_sq_um=357
export IMPL_clock_power_share=0.835
export IMPL_fin_area_sq_um=905
export IMPL_power_density_nw_per_um2=3030
export IMPL_top_area_frac=0.421
export IMPL_relSlewSlack=0.879
export IMPL_warnings=31
export IMPL_synthCells=21
export IMPL_critPathMaxFanout=2
export IMPL_end_kind="primary output"
export IMPL_hold_slack_ns=0.0166
export IMPL_synth_seq_share=0.842
export IMPL_first_iter_violations=17
export IMPL_finalWirelength_um=1550
export IMPL_tritoncts="yes"
export IMPL_synth_stat_cells=21
export IMPL_critical_path_class="flip-flop to primary output"
export IMPL_simple_gate_area_frac=0.0842
export IMPL_topCombFamilyByArea="simple AND/OR/NAND/NOR gates"
export IMPL_synthXorXnorAreaFrac=0
export IMPL_num_rows=21
export IMPL_p_leak_nw=0.459
export IMPL_die_area_sq_um=6400
export IMPL_worst_pin_slew_ns=0.180
export IMPL_setup_slack_ns=-1.38
export IMPL_rsz0062_at_grt="yes"
export IMPL_power_switching_mw=0.607
export IMPL_start_kind="flip-flop"
export IMPL_first_pass_iters=4
export IMPL_ios=8
export IMPL_fp_dieW_um=80
export IMPL_status="finished with violations"
export IMPL_switching_share=0.222
export IMPL_combPwrFrac=0.020
export IMPL_diodes=0
export IMPL_setup_viol=7
export IMPL_wl_per_cell_um=11.8
export IMPL_gp_congestion=0.656
export IMPL_synth_edff_count=0
export IMPL_critical_path_max_stage_delay_ns=0.35
[power groups by stage]
stage	sequential, mW	combinational (mW)	clock (mW)
4_1_cts	0.395	0.0561	2.39
5_1_grt	0.398	0.0607	2.51
6_report	0.396	0.0560	2.29
[registers in the layout, summed over array words and instances (netlist names)]
register / cells
m3.Q1b: 1
m2.Q1a: 1
m2.Q2b: 1
m1.Q1b: 1
m3.Q2b: 1
m3.Q1a: 1
m2.Q2a: 1
m2.Q1b: 1
m3.Q2a: 1
m1.Q2a: 1
m1.Q2b: 1
m1.Q1a: 1
[cell type report]
cell class / count / area (sq um) / area share
repair buffers: 10 / 100 / 0.111
well taps: 46 / 57.6 / 0.0636
clock buffers: 55 / 388 / 0.429
flip-flops and latches: 12 / 300 / 0.332
multi-input cells: 9 / 58.8 / 0.0650
[layout by cell type (no fill, tap or decap)]
master	netlist	layout
buf_4	0	6
nor2_2	0	1
buf_12	0	1
dfrtn_1	6	6
nor2b_1	3	3
a22o_1	3	3
dfrtp_1	6	6
nor2_1	3	2
buf_2	0	1
clkbuf_1	0	6
dlygate4sd3_1	0	2
clkdlybuf4s50_1	0	3
clkbuf_4	0	46
[routing by layer]
| layer | global-route usage | wire (um) | up-vias | part of all wire |
|---|---|---|---|---|
| li1 | - | - | 196 | - |
| met1 | 0.0425 | 585 | 192 | 0.38 |
| met2 | 0.0249 | 468 | 45 | 0.30 |
| met3 | 0.147 | 380 | 19 | 0.24 |
| met4 | 0.0792 | 119 | 0 | 0.077 |
| met5 | 0.00833 | 0 | - | 0 |
[kinds of logic after synthesis]
kind of cell,after synthesis
AND/OR/NAND/NOR,6
flip-flops,12
AND-OR/OR-AND,3
[through the flow]
stage                     TNS [ns]  power, mW  cells  worst slack [ns]
after CTS                    -2.05       2.84    132             -1.41
after global placement      -0.799      0.522     73            -0.781
final                        -2.05       2.74    132             -1.38
after global routing         -2.14       2.97    132             -1.45
after floorplan             -0.377      0.465     21            -0.377
after detailed placement    -0.817      0.522     73            -0.796
[critical path, delay by kind of cell, from the launching register on]
kind | cells | cell delay [ns]
buf+inv | 2 | 0.24
compound gates | 2 | 0.43
flops | 1 | 0.35
[worst paths after layout]
kind,end,slack [ns],startpoint
hold / removal,m2.Q2a$_DFF_PN0_,0.02,rst_n
setup reg to reg,m3.Q1a$_DFF_PN0_,-0.14,m3.Q2b$_DFF_NN0_
min in group clk2,m2.Q1a$_DFF_PN0_,0.20,sel[0]
hold reg to reg,m3.Q2b$_DFF_NN0_,0.69,m3.Q2a$_DFF_PN0_
max in group clk1,m3.Q1a$_DFF_PN0_,-0.14,m3.Q2b$_DFF_NN0_
min in group clk0,m1.Q1a$_DFF_PN0_,0.20,sel[0]
max in group clk3,m2.Q2a$_DFF_PN0_,-0.12,m2.Q1b$_DFF_NN0_
max in group clk2,m2.Q1a$_DFF_PN0_,-0.14,m2.Q2b$_DFF_NN0_
setup / recovery,clko,-1.38,m1.Q1b$_DFF_NN0_
min in group clk3,m2.Q2a$_DFF_PN0_,0.23,sel[0]
[what timing repair did]
item,CTS,global route
resized,3,1
pin swaps,4,1
hold buffers,2,0
setup buffers,5,1
setup endpoints to repair,7,7
endpoints found under the hold margin,5,0
No activity file was given, so power comes from the tool's default toggle rates.
